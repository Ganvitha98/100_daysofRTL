**flow/run.sh**
```bash
#!/bin/bash
# OpenROAD 26Q1-2900-gdf79404cd8, Yosys 0.63+post, stock flow scripts
make -C /OpenROAD-flow-scripts/flow DESIGN_CONFIG=/design/flow/config.mk WORK_HOME=/design/flow/orfs finish
```
**flow/config.mk**
```make
export PLATFORM = sky130hd
export DESIGN_NAME = alu
export DESIGN_NICKNAME = alu
export VERILOG_FILES = /design/flow/design.v
export SDC_FILE = /design/flow/constraint.sdc
export NUM_CORES = 4
export LEC_CHECK = 1
export CORE_UTILIZATION = 30
```
**flow/constraint.sdc**
```tcl
current_design alu

set clk_period 33.1
set clk_io_pct 0.2

create_clock -name clk0 -period $clk_period

set non_clock_inputs [all_inputs -no_clocks]
set_input_delay [expr $clk_period * $clk_io_pct] -clock clk0 $non_clock_inputs
set_output_delay [expr $clk_period * $clk_io_pct] -clock clk0 [all_outputs]
```
**flow/design.v**
```verilog
`timescale 1ns / 1ps
module alu(input [7:0]a_in,b_in,
 input [3:0]command_in,
input oe,
 output [15:0]d_out);
 parameter ADD = 4'b0000,  
 INC = 4'b0001,  
 SUB = 4'b0010,  
 DEC = 4'b0011,  
 MUL = 4'b0100,  
 DIV = 4'b0101,  
 SHL = 4'b0110,  
 SHR = 4'b0111,  
 AND = 4'b1000,  
 OR = 4'b1001,  
 INV = 4'b1010,  
 NAND = 4'b1011,  
 NOR = 4'b1100,  
 XOR = 4'b1101,  
 XNOR = 4'b1110,  
 BUF = 4'b1111;  
 reg [15:0]out;
 always@(command_in,a_in,b_in)
 begin
 case(command_in)
 ADD : out = a_in + b_in;
 INC : out = a_in + 1'b1;
 SUB : out = a_in - b_in;
 DEC : out = a_in - 1'b1;
 MUL : out = a_in * b_in;
 DIV : out = a_in / b_in;
 SHL : out = a_in << 1;
 SHR : out = a_in >> 1;
 INV : out = !(a_in);
 AND : out = a_in && b_in;
 OR : out = a_in || b_in;
 NAND : out = ~(a_in & b_in);
 NOR : out = ~(a_in | b_in);
 XOR : out = a_in ^ b_in;
 XNOR : out = a_in ~^ b_in;
 BUF : out = a_in;
 default: out = 0;
 endcase
 end
 assign d_out = (oe) ? out : 16'hzzzz;
endmodule
```
==> impl.org <==
#+TITLE: Physical design notes

** Final timing
- FMAX :: 27.4 MHz
- Minimum setup slack in the final design :: -3.43 ns
- Final max-slew violation count :: 0
- Hold-check failures listed in the final report amount to 0.
- Setup repair after global routing could not meet its margin everywhere.
- Setup-violating endpoint count in the final report :: 3
- Worst slew margin relative to its limit :: 0.522
- Worst Max-Slew Pin Slew :: 0.715 ns
- The final timing summary puts the cycle share of the worst path at 1.10.
- Final min period :: 36.53 ns

** Hold path
- Per the hold report, the tightest min-delay path originates at b_in[1].
- Type of the worst min-delay path :: in2out
- Worst hold path cell count :: 7
- The path with the worst hold slack has its endpoint at d_out[1].

** Power
- Seq pwr share :: 0
- Switching power as a fraction of the total was reported as 0.439.
- Power Internal :: 948 µW
- Share of total power in the clock network :: 0
- PwrDens :: 124 nW/µm²
- Leak Pwr :: 6.55 nW
- The share of total power dissipated in combinational logic is 1.000.
- Per the power-grid run, VDD falls by no more than 0.143 mV.
- Switching power summed over all nets :: 743 µW
- The design draws 1.69 mW.

** Route
- Mean routed wirelength per cell :: 15.0 µm
- In this run, the number of DRC markers left after iteration 0 of detailed routing was 554.
- In the routed design, unresolved DRC markers number 0.
- Wire length reported by the detailed router :: 30.7 mm
- Routed Antenna Nets :: 0
- Routed met1 length :: 14.9 mm
- Vias per cell :: 5.15
- The routed layout has 10600 vias.
- Uppermost layer routed :: met4
- The detailed router reports a met3 wire length of 1.10 mm.
- The detailed router reports a met2 wire length of 14.4 mm.
- Antenna diode instance count :: 0
- First-pass iteration count of the detailed router :: 5

** Placed design
- The final weighted congestion recorded by global placement is 0.948.
- Summed over all nets, the half-perimeter wirelength after detailed placement is 24.3 mm.
- PortBufs :: 36
- Cell area after placement :: 12800 µm²

** Synth
- By count the netlist is led by sky130_fd_sc_hd__ha_1 (172), sky130_fd_sc_hd__nor2_1 (129), sky130_fd_sc_hd__nand2_1 (114), sky130_fd_sc_hd__inv_1 (94), sky130_fd_sc_hd__a21oi_1 (85).
- The most frequently used library cell after synthesis is sky130_fd_sc_hd__ha_1.
- Area reported by Yosys stat :: 9300 µm²
- YS warnings :: 2
- For reference, the post-synthesis area per instance comes to 7.28 µm².
- Largest cells by area after synthesis :: sky130_fd_sc_hd__ha_1 (23%), sky130_fd_sc_hd__fa_1 (8.2%), sky130_fd_sc_hd__nor2_1 (5.2%)
- Fraction of the yosys area taken by sequential cells :: 0
- Synthesis handed over a netlist of 1278 instances.
- Cell count in the Yosys report :: 1278
- Summing every instance area after synthesis gives 9300 µm².
- Share of the synthesized area in the top cell type :: 0.231
- Sorting the Yosys area breakdown by cell type puts at the top sky130_fd_sc_hd__ha_1.
- Distinct lib cells :: 97

** Floorplan
- The die is 178 µm wide.
- Vertical die size :: 178 µm
- Per the OpenROAD floorplan log, the area of the die is 31700 µm².
- The share of the core area taken by cells at floorplan is 0.305.
- According to the I/O placement log, the pin count is 37.
- After floorplanning, the core was sized to cover 30500 µm².
- The floorplan has 64 rows.

** Global route
- Wire length of the first global-routing pass :: 48.8 mm
- Pin count of the biggest net entering global routing :: 35
- Overall routing resource usage recorded by global route was 0.195.
- Initial antenna violation count :: 0
- Vias in the first global route :: 9731
- Summed over all layers, the global routing overflow is 0.

** Layout
- The final layout report lists a filler cell count of 2904.
- Layout cell share with drive strength beyond 1 :: 0.324
- The finished cells cover 13700 µm².
- In this run the layout overhead on the synthesized area is reported as 46.9%.
- Register area :: 0 µm²
- The design has 0 sequential cells.
- Area occupied by multi-input gates :: 9580 µm²
- The finished layout reports a core utilization of 0.448.
- Per the layout report, the design carries 0 clock buffers.

** Run status
- The run finished, with violations left.
- The checks that failed: negative setup slack.

** Setup path
- Along the critical path, the tally of buffer and inverter instances is 8.
- Crit path arrival time :: 29.91 ns
- STA puts the critical path data required time at 26.48 ns.
- Most used cell along the critical path :: sky130_fd_sc_hd__o21a_1
- The worst setup path is launched from an input port.
- Worst path max stage delay :: 0.54 ns
- WS Path Type :: in2out
- Tracing the worst setup path back leads to its startpoint at b_in[0].
- In this run the worst path has a maximum fanout of 7.
- CP endpoint kind :: primary output
- Crit-path leading delay family :: AND-OR/OR-AND gates
- Slowest cell on the critical path :: sky130_fd_sc_hd__or4b_4

** Run
- Warnings raised by the tools during the run amount to 56.
- Across the run, the number of max-cap violations was 0.
-- tightest hold or removal path: stages --
cell                              delay [ns]
sky130_fd_sc_hd__clkbuf_2               0.11
sky130_fd_sc_hd__buf_4                  0.18
sky130_fd_sc_hd__o21ai_0                0.15
sky130_fd_sc_hd__fa_1                   0.18
sky130_fd_sc_hd__a22o_1                 0.12
sky130_fd_sc_hd__a21oi_1                0.04
sky130_fd_sc_hd__clkdlybuf4s50_1        0.40
-- power by group through the flow --
stage / logic, mW / registers (mW) / clock network [mW]
final: 1.69 / 0 / 0
after global routing: 1.88 / 0 / 0
after CTS: 1.57 / 0 / 0
-- how the worst max path moves through the flow --
stage / to / slack (ns) / cells past startpoint
4_1_cts: d_out[0] / -3.77 / 123
5_1_grt: d_out[0] / -4.57 / 125
6_report: d_out[0] / -3.43 / 120
-- cell type report --
| class | count | area share |
|---|---|---|
| inverter | 101 | 0.0286 |
| multi-input combinational | 1146 | 0.702 |
| tap | 396 | 0.0363 |
| timing repair buffer | 411 | 0.234 |
-- routing by layer --
layer | global-route usage | vias up
met2 | 0.329 | 176
met5 | 0 | -
met4 | 0.0203 | 0
met1 | 0.277 | 4921
met3 | 0.0213 | 23
li1 | - | 5448
-- stage by stage --
stage          std cells  hold WS (ns)  setup slack (ns)  setup TNS (ns)
3_3_place_gp        1991         14.62             -4.34           -7.40
2_1_floorplan       1285         13.41             -3.42           -5.35
6_report            2054         14.43             -3.43           -5.87
3_5_place_dp        1991         14.63             -4.48           -7.84
4_1_cts             2010         14.59             -3.77           -5.96
5_1_grt             2054         14.50             -4.57           -8.93
-- kinds of logic after synthesis --
| group | synth area share |
|---|---|
| buffers and inverters | 0.0573 |
| adders and majority gates | 0.314 |
| muxes | 0.0504 |
| and+or+nand+nor | 0.225 |
| AOI/OAI and AO/OA | 0.285 |
| xor gates and xnor gates | 0.0669 |
| other | 0.000403 |
-- timing repair --
action                     4_1_cts  5_1_grt
pin swaps                       27      101
resized                         20       76
setup endpoints to repair        3        3
gates cloned                     0        0
setup buffers                   19       45
hold buffers                     0        0
-- cell usage in the layout (no fill, tap or decap), types with 14 or more instances in the layout --
cell,count
sky130_fd_sc_hd__o211ai_1,17
sky130_fd_sc_hd__a21o_1,30
sky130_fd_sc_hd__xor2_1,28
sky130_fd_sc_hd__nand2b_1,17
sky130_fd_sc_hd__ha_4,20
sky130_fd_sc_hd__nand3_1,23
sky130_fd_sc_hd__nor2b_1,19
sky130_fd_sc_hd__clkdlybuf4s50_1,32
sky130_fd_sc_hd__buf_4,368
sky130_fd_sc_hd__fa_1,38
sky130_fd_sc_hd__a21oi_1,66
sky130_fd_sc_hd__a21oi_2,14
sky130_fd_sc_hd__ha_1,149
sky130_fd_sc_hd__nand2_1,109
sky130_fd_sc_hd__o21a_1,37
sky130_fd_sc_hd__nor3_1,53
sky130_fd_sc_hd__o21ai_0,50
sky130_fd_sc_hd__inv_1,90
sky130_fd_sc_hd__nor2_1,121
sky130_fd_sc_hd__xnor2_1,42
No activity file was given, so power comes from the tool's default toggle rates.
