## flow/run.sh

```bash
#!/bin/bash
# OpenROAD 26Q1-2900-gdf79404cd8, Yosys 0.63+post, stock flow scripts
make -C /OpenROAD-flow-scripts/flow DESIGN_CONFIG=/design/flow/config.mk WORK_HOME=/design/flow/orfs finish
```

## flow/design.v

```verilog
`timescale 1ns / 1ps
module adder_16bit(a,b,cin,sum,cout);
input [15:0]a,b; 
input cin;
output reg cout;
output reg[15:0]sum;
always@(a or b or cin)
{cout,sum}=a+b+cin;
endmodule
```

## flow/constraint.sdc

```tcl
current_design adder_16bit

set clk_period 11.8
set clk_io_pct 0.2

create_clock -name clk0 -period $clk_period

set non_clock_inputs [all_inputs -no_clocks]
set_input_delay [expr $clk_period * $clk_io_pct] -clock clk0 $non_clock_inputs
set_output_delay [expr $clk_period * $clk_io_pct] -clock clk0 [all_outputs]
```

## flow/config.mk

```make
export PLATFORM = sky130hd
export DESIGN_NAME = adder_16bit
export DESIGN_NICKNAME = adder_16bit
export VERILOG_FILES = /design/flow/design.v
export SDC_FILE = /design/flow/constraint.sdc
export NUM_CORES = 4
export LEC_CHECK = 1
export CORE_AREA = 10 10 70 70
export DIE_AREA = 0 0 80 80
```

==> impl_metrics.csv <==
group,metric,value,unit
synthesis,area_leaders,"ha_1, xnor2_1, a21oi_1",
floorplanning,die_area,6400,µm²
power,p_leak,0.526,nW
place,io_buffers,50,
routing,routed_wl,2.34,mm
place,gp_congestion,0.769,
global_routing,antenna_found_initial,0,
synthesis,yosysWarnings,1,
sta,slew_viol_final,0,
sta,period_minus_slack,7.64,ns
global_routing,grt_pass1_vias,825,
global_routing,gr-total-overflow,0,
power,ir_worst_vdd,0.0000224,V
routing,n_antenna_cell,0,
global_routing,met3_usage,0.909,%
routing,drt-vias-per-instance,4.42,
power,p_total,0.0000750,W
global_routing,use_met2,12.2,%
power,cellPowerDensity,58.1,nW/µm²
floorplanning,die_y,80,µm
cells_and_area,seq_cells,0,
synthesis,top_area_share,25.6,%
synthesis,postSynthCellCount,89,
global_routing,met1_usage,9.28,%
synthesis,ys_types,31,
hold_path,whs_endpoint,"sum[15]",
global_routing,grt_start_max_net_pins,7,
critical_path,critPathLaunchType,"input port",
routing,wl_per_cell,12.6,µm
synthesis,synth.largest_area_cell,"ha_1",
critical_path,cp.arrival,5.28,ns
status,outcome,"completed",
sta,final.setup.tns,0,ns
synthesis,yosys-stat-cells,89,
place,dp_hpwl,2.16,mm
synthesis,syn_avg_cell_area,8.24,µm²
critical_path,crit_start,"a[0]",
floorplanning,fp_util,21.5,%
global_routing,grtUsageTotal,6.94,%
sta,tightest_slew,0.315,ns
hold_path,hp-start,"b[15]",
clock_tree,cts_setup_buffers,0,
cells_and_area,drive_gt1_share,7.91,%
cells_and_area,seq_area,0,µm²
run,openroad.warnings,32,
sta,rsz0062_at_grt,"no",
sta,setup_violations,0,
routing,vias,818,
sta,hold_violations,0,
critical_path,path_class,"input port to primary output",
synthesis,ys_seq_share,0,%
critical_path,endpoint_kind,"primary output",
synthesis,common_cells,"ha_1, a21oi_1, xnor2_1, xor2_1",
sta,relSlewSlack,78.8,%
routing,drc_errors,0,
clock_tree,cts_resized,0,
floorplanning,fp-row-count,21,
run,maxCapViolCount,0,
routing,ant_nets,0,
critical_path,crit_required,9.44,ns
cells_and_area,nFillCells,362,
global_routing,gr-max-usage-layer,"met2",
routing,dr.pass1.iters,3,
floorplanning,die_width,80,µm
cells_and_area,utilization,37.8,%
cells_and_area,clock_buffers,0,
critical_path,path_max_fanout,2,
global_routing,grt_pass1_wl,3.77,mm
synthesis,mappedNetlistArea,733,µm²
cells_and_area,area_growth,76.1,%
routing,drt_iter0_markers,45,
sta,period_used_share,64.8,%
floorplanning,core_region_area,3420,µm²
hold_path,hold_path_depth,4,
hold_path,hold_class,"input port to primary output",
clock_tree,postCtsHoldBufs,0,
floorplanning,io_pins,50,
synthesis,yosys_area,733,µm²
synthesis,post-synth-top-count-cell,"ha_1",
sta,max_freq,131,MHz
==> area by class of cell <==
| class | count | area [µm²] | area share [%] |
|---|---|---|---|
| multi-input cells | 85 | 718 | 55.6 |
| well taps | 46 | 57.6 | 4.46 |
| inverters | 4 | 15.0 | 1.16 |
| repair buffers | 50 | 500 | 38.8 |
==> placed cells by master, fill, tap and decap left out, drive strengths merged, types with 2 or more instances in the layout <==
| cell | synthesis | final |
|---|---|---|
| fa | 2 | 2 |
| o31ai | 2 | 2 |
| a21o | 5 | 5 |
| inv | 4 | 4 |
| a21oi | 12 | 12 |
| xnor2 | 9 | 9 |
| o21bai | 3 | 3 |
| o21a | 2 | 2 |
| nor2 | 3 | 3 |
| nand2 | 4 | 4 |
| ha | 15 | 15 |
| clkdlybuf4s50 | 0 | 50 |
| nand2b | 2 | 2 |
| nand3 | 3 | 3 |
| o21ai | 7 | 7 |
| xor2 | 5 | 5 |
==> report_power, final <==
part | total, W | internal (W) | switching [W]
clock | 0 | 0 | 0
combinational | 0.0000750 | 0.0000484 | 0.0000266
sequential | 0 | 0 | 0
==> metal layers <==
layer	wire [µm]	vias to the layer above
met3	116	0
met1	1080	363
met4	0	0
li1	-	437
met5	0	-
met2	1140	18
==> metrics by stage <==
| stage | setup WS (ns) | hold slack (ns) | area, µm² | cells |
|---|---|---|---|---|
| final | 4.16 | 5.80 | 1290 | 185 |
| after global routing | 3.95 | 5.82 | 1290 | 185 |
| after CTS | 4.11 | 5.81 | 1290 | 185 |
| after detailed placement | 4.12 | 5.81 | 1290 | 185 |
| after global placement | 4.13 | 5.81 | 1290 | 185 |
| after floorplan | 5.19 | 4.82 | 733 | 89 |
==> cell families (layout without fill, tap and decap cells) <==
kind of cell    count (synthesis)  in the layout  synth area share [%]
compound gates                 38             38                  39.1
buf+inv                         4             54                  2.05
simple gates                   16             16                  11.1
fa+ha+maj                      17             17                  31.1
xor+xnor                       14             14                  16.7
==> critical path, cell delays in order <==
cell	delay, ns
clkdlybuf4s50_1	0.43
fa_1	0.46
fa_1	0.44
a21oi_2	0.20
o21ai_2	0.10
a2111oi_2	0.40
o31ai_1	0.11
a21oi_1	0.18
xnor2_1	0.13
clkdlybuf4s50_1	0.49
==> worst max-delay path by stage <==
stage	end	slack, ns
CTS	sum[10]	4.11
global route	sum[10]	3.95
finish	sum[10]	4.16
Power and IR drop assume default switching activity.
