### flow/config.mk
export PLATFORM = sky130hd
export DESIGN_NAME = demux1_32
export DESIGN_NICKNAME = demux1_32
export VERILOG_FILES = /design/flow/design.v
export SDC_FILE = /design/flow/constraint.sdc
export NUM_CORES = 4
export LEC_CHECK = 1
export CORE_AREA = 10 10 70 70
export DIE_AREA = 0 0 80 80
### flow/run.sh
#!/bin/bash
# OpenROAD 26Q1-2900-gdf79404cd8, Yosys 0.63+post, stock flow scripts
make -C /OpenROAD-flow-scripts/flow DESIGN_CONFIG=/design/flow/config.mk WORK_HOME=/design/flow/orfs finish
### flow/constraint.sdc
current_design demux1_32

set clk_period 2.7
set clk_io_pct 0.2

create_clock -name clk0 -period $clk_period

set non_clock_inputs [all_inputs -no_clocks]
set_input_delay [expr $clk_period * $clk_io_pct] -clock clk0 $non_clock_inputs
set_output_delay [expr $clk_period * $clk_io_pct] -clock clk0 [all_outputs]
### flow/design.v
module demux1_32 (
    input in,             
    input [4:0] sel,      
    output reg [31:0] y);
    always @(*) begin
        y = 32'b00000;             
        case (sel)
            5'd0: y[0] = in;
            5'd1: y[1] = in;
            5'd2: y[2] = in;
            5'd3: y[3] = in;
            5'd4: y[4] = in;
            5'd5: y[5] = in;
            5'd6: y[6] = in;
            5'd7: y[7] = in;
            5'd8: y[8] = in;
            5'd9: y[9] = in;
            5'd10: y[10] = in;
            5'd11: y[11] = in;
            5'd12: y[12] = in;
            5'd13: y[13] = in;
            5'd14: y[14] = in;
            5'd15: y[15] = in;
            5'd16: y[16] = in;
            5'd17: y[17] = in;
            5'd18: y[18] = in;
            5'd19: y[19] = in;
            5'd20: y[20] = in;
            5'd21: y[21] = in;
            5'd22: y[22] = in;
            5'd23: y[23] = in;
            5'd24: y[24] = in;
            5'd25: y[25] = in;
            5'd26: y[26] = in;
            5'd27: y[27] = in;
            5'd28: y[28] = in;
            5'd29: y[29] = in;
            5'd30: y[30] = in;
            5'd31: y[31] = in;
            default: y = 32'b0;
        endcase
    end
endmodule
==> results.py <==
# Metrics from the implementation run
metrics = {
    "timing": {
        "setup_violations": 0,
        "finalCriticalPeriod_ns": 2.667,
        "rsz0062_at_grt": "true",
        "post-route-period-util_pct": 98.77,
        "maxSlewHeadroom_pct": 75.50,
        "hold_viol": 0,
        "max_freq_mhz": 375.0,
        "maxSlewViolCount": 0,
        "tightest_slew_ns": 0.3676,
    },
    "global_route": {
        "grt_pass1_wl_um": 2325,
        "grt_usage_pct": 4.410,
        "met3_usage_pct": 1.932,
        "grt_util_met2_pct": 7.303,
        "grt_max_degree": 9,
        "grt_use_met1_pct": 5.471,
        "antenna_found_initial": 0,
        "grt_overflow": 0,
        "first_global_vias": 398,
        "top_usage_layer": "met2",
    },
    "layout": {
        "area.sequential_um2": 0,
        "area_growth_pct": 193.1,
        "clock_buffers": 0,
        "fin_area_um2": 693.2,
        "final_layout_size_suffix_gt1_share_pct": 8.140,
        "ff_count": 0,
    },
    "min_path": {
        "hold_class": "in2out",
        "whs_path_depth": 4,
        "hold_end": "y[3]",
        "hold_path_startpoint": "sel[2]",
    },
    "synthesis": {
        "avgSynthCellArea_um2": 5.031,
        "syn_area_um2": 236.5,
        "ys_cells": 47,
        "yosysWarnings": 1,
        "most_common_cell": "nor2_1",
        "area_leaders": "nor2_1 49%, nand4bb_1 14%, nand4b_1 11%",
        "syn-instance-count": 47,
        "yosys_area_um2": 236.5,
        "synth_cell_types": 10,
        "synth.top_cell.area_share_pct": 49.21,
        "postSynthSeqShare_pct": 0,
        "yosysTopAreaCell": "nor2_1",
        "ys_top_cells_by_count": "31 x nor2_1, 3 x clkbuf_1, 3 x nand4b_1, 3 x nand4bb_1, 2 x nand2b_1",
    },
    "route": {
        "wl_per_cell_um": 11.83,
        "drc": 0,
        "vias": 450,
        "via_per_inst": 3.409,
        "ant_nets": 0,
        "first_pass_iters": 4,
        "wirelength_um": 1561,
        "antenna_cells": 0,
        "drtIter0Drc": 16,
    },
    "run_status": {
        "status": "finished clean",
    },
    "floorplanning": {
        "dieWidth_um": 80,
        "rows": 21,
        "fp_util_pct": 6.923,
        "pin_count": 38,
        "die_h_um": 80,
        "dieArea_um2": 6400,
        "coreArea_um2": 3416,
    },
    "place": {
        "numPortBuffers": 38,
        "hpwl_um": 1366,
        "gp_congestion": 0.7225,
        "placed_area_um2": 693.2,
    },
    "power": {
        "power.density_nw_per_um2": 66.25,
        "total_leakage_power_nw": 0.2139,
        "ir_worst_vdd_v": 0.00001324,
        "power_mw": 0.04592,
    },
    "critical_path": {
        "startpoint_type": "input port",
        "end_kind": "primary output",
        "required_ns": 2.16,
        "critPathKind": "in2out",
        "crit_fanout": 4,
        "critPathArrivalTime_ns": 2.13,
    },
    "run": {
        "maxCapViolCount": 0,
        "warning_count": 33,
    },
    "clock_network": {
        "ctsHoldBuffers": 0,
        "post_cts_buffers": 0,
        "post_cts_resized": 0,
    },
}
==> how the worst max path moves through the flow <==
stage | startpoint | endpoint | cells past startpoint
4_1_cts | sel[4] | y[0] | 4
5_1_grt | sel[3] | y[4] | 5
6_report | sel[3] | y[0] | 4
==> cell type report <==
cell class	count	area (um2)
timing repair buffer	42	410.4
multi-input combinational	44	225.2
tap	46	57.56
fill	375	2723
==> stage by stage <==
stage	hold slack [ns]	TNS [ns]	utilization, %	worst slack [ns]	std cells
global route	2.180	-0.009463	20.29	-0.006501	132
floorplan	1.204	0	-	0.9927	47
finish	2.140	0	20.29	0.03328	132
global placement	2.138	0	20.29	0.05772	132
CTS	2.150	0	20.29	0.01928	132
detailed placement	2.148	0	20.29	0.01906	132
==> kinds of logic after synthesis <==
kind of cell / Yosys count / share of synthesized area (%)
AND/OR/NAND/NOR: 44 / 95.24
buffers and inverters: 3 / 4.762
==> layer usage <==
metal | up-vias | wire length, um
met2 | 19 | 725
met5 | - | 0
li1 | 235 | -
met3 | 0 | 236
met1 | 196 | 599
met4 | 0 | 0
==> worst max-delay path, stage by stage <==
cell and delay (ns):
clkdlybuf4s50_1 0.43, or4b_4 0.57, nor2_2 0.12, clkdlybuf4s50_1 0.47
==> where the power goes <==
group          internal (mW)  total, mW  switching, mW
clock network              0          0              0
logic                 0.0251     0.0459         0.0208
registers                  0          0              0
total                 0.0251     0.0459         0.0208
==> cells in the final DEF, fill, tap and decap left out, drive strengths merged <==
master	synthesis	routed
nand2	1	1
nor2	32	32
or4b	1	1
clkdlybuf4s50	0	38
nand4b	3	3
nand2b	2	2
buf	0	4
or2	1	1
nand4bb	3	3
nand4	1	1
Power is estimated from default activity; no workload was simulated.
